## /design/flow/config.mk

```make
export PLATFORM = sky130hd
export DESIGN_NAME = ALU
export DESIGN_NICKNAME = ALU
export VERILOG_FILES = /design/flow/design.v
export SDC_FILE = /design/flow/constraint.sdc
export NUM_CORES = 4
export LEC_CHECK = 1
export CORE_UTILIZATION = 50
```

## /design/flow/constraint.sdc

```tcl
current_design ALU

set clk_period 15.5
set clk_io_pct 0.2

create_clock -name clk0 -period $clk_period

set non_clock_inputs [all_inputs -no_clocks]
set_input_delay [expr $clk_period * $clk_io_pct] -clock clk0 $non_clock_inputs
set_output_delay [expr $clk_period * $clk_io_pct] -clock clk0 [all_outputs]
```

## /design/flow/design.v

```verilog
`timescale 1ns / 1ps
module ALU(
    input [31:0] srcA,
    input [31:0] srcB,
    input [3:0] alu_fun,
    output logic [31:0] alu_result
    );
    always_comb begin
        case(alu_fun) 
        4'b0000: alu_result = srcA+srcB;
        4'b1000: alu_result = srcA-srcB;
        4'b0110: alu_result = srcA|srcB;   
        4'b0111: alu_result = srcA&srcB;
        4'b0100: alu_result = srcA^srcB;
        4'b0101: alu_result = srcA>>srcB[4:0];    
        4'b0001: alu_result = srcA<<srcB[4:0];
        4'b1101: alu_result = $signed(srcA)>>>srcB[4:0];
        4'b0010: alu_result = $signed(srcA)<$signed(srcB);
        4'b0011: alu_result = srcA<srcB;
        default: alu_result = srcA;  
        endcase
    end
endmodule
```

## /design/flow/run.sh

```bash
#!/bin/bash
# OpenROAD 26Q1-2900-gdf79404cd8, Yosys 0.63+post, stock flow scripts
make -C /OpenROAD-flow-scripts/flow DESIGN_CONFIG=/design/flow/config.mk WORK_HOME=/design/flow/orfs finish
```

==> summary.txt <==
Notes on the physical design

The initial antenna violation count is 2. The residual overflow from global routing is 0. The layout has 0 clock buffers. The count of input and output buffers is 100. For the completed layout, the total cell area is recorded as 9830 um^2. Summing all placed instances gives a cell area of 9830 um^2.

The first TritonRoute pass finished after 6 iterations. The die is 135 um tall. Setup repair after global routing left no endpoint under its margin. The via density per instance is 7.06.

The path category of the worst min-delay check is in2out. The flow ran to the end, and the final reports show no timing, DRC or antenna violations. The routed length per placed instance is 25.4 um. The endpoint class of the critical path is an output pin.

The smallest clock period supported by the final layout is computed as 11130 ps. Counting endpoints that fail hold in the final report gives 0. Broken down by cell family, the worst path's largest delay share belongs to AND-OR/OR-AND gates. The area enclosed by the die boundary is 18100 um^2. The critical path's slowest stage uses the library cell a2111oi_0. The first global-routing pass estimated 61300 um of wire. The post-route setup TNS is 0 ps. After synthesis, the design contains 1379 cells according to Yosys. The number of cells on the critical path is 15.

The core footprint is 17200 um^2. The cell area after synthesis is 8800 um^2. Dividing the final minimum period by the clock period gives 71.8%. The post-CTS setup buffer count is 0. The power density relative to cell area is 37.8 nW/um^2. The measured slew at the worst slew-check pin is 949 ps. The report gives the cell count of the worst hold path as 5.

For reference, the final report shows the max-slew violation count at 0. The detailed placer's ending HPWL is 31500 um. The area fraction of the dominant cell type after synthesis is 14.1%. The layout summary lists the proportion of cells stronger than drive strength 1 as 6.74%.

Summed over all routing layers, the global router reports a total usage of 45.6%. Of all nets on the critical path, the largest fanout is 50. The critical path launch point type is an input port.

Yosys attributes the largest share of cell area to ha_1, a21oi_1, nor2_1. The remaining routing DRC violations is 0. The number of top-level pins is 100.

The report lists the number of cells resized after CTS as 0. The reported net switching power is 227 uW. The sequential cell area fraction in the yosys report is 0%. The flow reports an fmax of 89.9 MHz.

Overall power consumption after layout is estimated at 372 uW. The core occupancy in the finished layout is 57.0%. The number of rows created at floorplan is 48. Post-synthesis, Yosys gives the total cell area as 8800 um^2. Registers take 0 um^2. The signal on the critical path passes through clkdlybuf4s50_1 > buf_4 > inv_1 > ha_1 > inv_1 > o221ai_1 > a211oi_1 > a21o_1 > nand4_1 > a2111oi_0 > o221ai_1 > nor4_1 > a211oi_1 > o22ai_1 > clkdlybuf4s50_1. The timing report notes that buffer and inverter cells on the critical path total 5.

Entering global routing, the biggest net connects 71 pins. The number of global-route vias before repair was 10050. The post-CTS hold buffer count recorded in the log is 0. The average instance area after synthesis is 6.38 um^2. The weighted congestion at the end of routability-driven global placement is 1.08. In this run switching power makes up 61.1% of total power. After detailed routing, the total wire length is 41100 um. In this run the remaining antenna-violating nets after routing total 0. The number of DRC markers in iteration 0 is 1356. Looking at area per cell type in the netlist, the leader is ha_1. In the setup report, the worst path falls into the class in2out. The static power due to leakage is 0.00403 uW. The final layout report lists a filler cell count of 1743. The power report lists cell-internal power as 145 uW. The total setup violations reported at the end of the flow is 0.

The number of sequential storage elements is 0. The number of instances in the synthesized netlist is 1379. For the worst setup path, the data arrival time is 8030 ps. The OpenROAD report gives the critical path a required time of 12400 ps. The via count is 11436. The number of distinct library cells after synthesis is 80. The die is 135 um wide.

The highest supply drop recorded on VDD is 0.0000313 V. OpenROAD emitted warnings numbering 100. Counting the warning lines in the Yosys log gives 1. From synthesis to final layout, the design area changed by 11.7%. The floorplan step records an initial core utilization of 51.1%. The number of maximum-capacitance constraint violations is 0. On the worst path, the slowest cell contributes a delay of 640 ps. The max-slew check reports its worst relative slack as 36.3%.
-- worst paths after layout --
check	start	end	slack [ps]
setup / recovery	srcB[4]	alu_result[28]	4370
hold / removal	srcA[21]	alu_result[21]	7360
-- final cells by class --
type               instances  area [um^2]  area share [%]
diodes                     1         2.50          0.0255
well taps                225          282            2.86
multi-input cells       1169         8000            81.4
repair buffers           125         1170            11.9
inverters                100          375            3.82
-- stage by stage --
stage          worst slack, ps  instances  hold slack, ps
2_1_floorplan             5970       1379            6270
3_3_place_gp              4520       1619            7350
3_5_place_dp              4510       1619            7340
4_1_cts                   4500       1619            7350
5_1_grt                   4130       1619            7390
6_report                  4370       1620            7360
-- power groups by stage --
stage	sequential (uW)	clock, uW	combinational, uW
after CTS	0	0	358
after global routing	0	0	397
-- routing by layer --
layer	share of wire, %	vias up	global-route usage, %
li1	-	5165	-
met1	40	5287	64.9
met2	41	854	66.0
met3	15	126	14.4
met4	4.0	4	13.1
met5	0.29	-	0
-- kinds of logic after synthesis --
kind of cell    after synthesis  synth area share (%)
compound gates              536                  40.1
simple gates                450                  22.9
buf+inv                     210                  9.40
fa+ha+maj                   101                  14.5
mux                          73                  12.2
xor+xnor                      9                 0.896
-- cell usage after synthesis, types with 16 or more instances --
| master | instances |
|---|---|
| nand2_1 | 131 |
| o22ai_1 | 18 |
| mux2i_1 | 38 |
| a221oi_1 | 29 |
| inv_1 | 98 |
| buf_2 | 19 |
| mux4_2 | 26 |
| clkbuf_1 | 74 |
| a211oi_1 | 30 |
| ha_1 | 99 |
| nand2b_1 | 17 |
| nor2_1 | 174 |
| o211ai_1 | 30 |
| nand3_1 | 29 |
| a21oi_1 | 138 |
| o21ai_0 | 124 |
| a31oi_1 | 16 |
| nor3_1 | 23 |
-- cells in the final DEF, fill, tap and decap left out, drive strengths merged, types with 5 or more instances in the layout --
| cell | netlist | layout |
|---|---|---|
| a2111oi | 7 | 7 |
| a211o | 5 | 5 |
| a211oi | 30 | 30 |
| a21o | 19 | 19 |
| a21oi | 139 | 139 |
| a221o | 8 | 8 |
| a221oi | 30 | 30 |
| a22oi | 7 | 7 |
| a311oi | 5 | 5 |
| a31oi | 17 | 17 |
| a41oi | 6 | 6 |
| and2 | 7 | 7 |
| and3 | 6 | 6 |
| buf | 36 | 29 |
| clkdlybuf4s50 | 0 | 96 |
| ha | 99 | 99 |
| inv | 99 | 99 |
| mux2 | 9 | 9 |
| mux2i | 38 | 38 |
| mux4 | 26 | 26 |
| nand2 | 131 | 131 |
| nand2b | 17 | 17 |
| nand3 | 30 | 30 |
| nand4 | 12 | 12 |
| nor2 | 174 | 174 |
| nor2b | 12 | 12 |
| nor3 | 23 | 23 |
| nor4 | 13 | 13 |
| o2111ai | 5 | 5 |
| o211ai | 30 | 30 |
| o21ai | 130 | 130 |
| o21bai | 11 | 11 |
| o221ai | 12 | 12 |
| o22a | 7 | 7 |
| o22ai | 18 | 18 |
| o31ai | 13 | 13 |
| or2 | 7 | 7 |
| or3 | 7 | 7 |
| xnor2 | 8 | 8 |
No activity file was given, so power comes from the tool's default toggle rates.
