## run.sh

```bash
#!/bin/bash
# OpenROAD 26Q1-2900-gdf79404cd8, Yosys 0.63+post, stock flow scripts
make -C /OpenROAD-flow-scripts/flow DESIGN_CONFIG=/design/flow/config.mk WORK_HOME=/design/flow/orfs finish
```

## config.mk

```make
export PLATFORM = sky130hd
export DESIGN_NAME = RegFile
export DESIGN_NICKNAME = RegFile
export VERILOG_FILES = /design/flow/design.v
export SDC_FILE = /design/flow/constraint.sdc
export NUM_CORES = 4
export LEC_CHECK = 1
export CORE_UTILIZATION = 30
```

## constraint.sdc

```tcl
current_design RegFile

set clk_period 7.2
set clk_io_pct 0.2

create_clock -name clk0 -period $clk_period [get_ports {clk}]

set non_clock_inputs [all_inputs -no_clocks]
set_input_delay [expr $clk_period * $clk_io_pct] -clock clk0 $non_clock_inputs
set_output_delay [expr $clk_period * $clk_io_pct] -clock clk0 [all_outputs]
```

## design.v

```verilog
`timescale 1ns / 1ps
module RegFile(
    input en,
    input [4:0] adr1,
    input [4:0] adr2,
    input [4:0] w_adr,
    input [31:0] w_data,
    input clk,
    output logic [31:0] rs1,
    output logic[31:0] rs2
    );
logic [31:0] ram [0:31];
initial begin
  int i;
  for (i=0; i<31; i=i+1) begin
    ram[i] = 0;
  end
end
always_comb begin
    if(adr1==0)
        rs1=0;
    else
        rs1=ram[adr1];
    if(adr2==0)
        rs2=0;
    else
        rs2=ram[adr2];
end
always_ff @(posedge clk) begin
    if(en) 
       ram[w_adr]<=w_data; 
end
endmodule
```

==> impl_metrics.csv <==
group,metric,value,unit
drt,vias,26300,
synthesis,synth-edff-count,1024,
synthesis,synth_warnings,1,
run,cap_viol_max_count,0,
clock_tree,holdBufCountCts,0,
floorplanning,dieArea,158000,µm²
floorplanning,die_y,398,µm
global_routing,antenna_found_initial,17,
global_routing,grt_max_degree,67,
power_and_ir_drop,p_seq_share,50.7,%
power_and_ir_drop,power_density,241,nW/µm²
timing,tightest_slew,1.16,ns
finish,final_core_util,35.2,%
drt,drt_pass1_iterations,6,
placed_design,hpwl,88600,µm
floorplanning,ios,113,
drt,totalWireLength,146000,µm
outcome,outcome,"finished clean",
global_routing,gr-usage-all-layers,19.8,%
critical_path,cp_common_cell,"clkdlybuf4s50_1",
timing,maxClockFrequency,153,MHz
floorplanning,rows,144,
synthesis,ys_async_sr_fraction,0,%
critical_path,worstSetupStartpointType,"primary input",
clock_tree,clkTransAtPathRegs,0.06,ns
drt,drc_errors,0,
clock_tree,clock_path_buffers,3,
power_and_ir_drop,switching_share,22.5,%
finish,comb_area,15400,µm²
critical_path,crit_path_cell_trace,"clkdlybuf4s50_1 -> or3b_2 -> o22ai_1 -> a2111oi_0 -> nor3_1 -> buf_4 -> clkdlybuf4s50_1",
clock_tree,clock-root-buffer,"clkbuf_16",
timing,fin_hold_ws,1.58,ns
timing,layout_min_cycle_time,6.55,ns
finish,regMostFlops,"ram",
finish,syn_to_final_growth,16.1,%
drt,antenna-diode-count,0,
timing,fin_tns_setup,0,ns
clock_tree,h-tree-depth,3,
finish,regArea,30700,µm²
synthesis,synthDistinctLibCells,40,
floorplanning,core_area,155000,µm²
clock_tree,post_cts_buffers,0,
drt,drt_iter0_drc,1649,
placed_design,port-buffer-count,112,
synthesis,netlist_area,47000,µm²
clock_tree,cts.sinks,1024,
critical_path,cp_slowest_cell,"a2111oi_0",
finish,drive_gt1_share,29.4,%
synthesis,top_cells_by_count,"edfxtp_1, mux4_2, mux2i_1",
timing,setup_violations,0,
critical_path,path_class,"primary input to output port",
global_routing,grt_pass1_wl,207000,µm
drt,via_per_inst,5.60,
synthesis,flop_cell,"edfxtp_1",
power_and_ir_drop,ir_drop,184,µV
placed_design,gp_congestion,0.924,
synthesis,synth_top_cell_by_count,"edfxtp_1",
synthesis,synth_area_leader_cell,"edfxtp_1",
clock_tree,cts_tree,"done",
global_routing,grt_pass1_vias,29000,
critical_path,crit_path_end_kind,"output port",
synthesis,top_area_share,65.5,%
floorplanning,chipWidth,398,µm
timing,rsz0062_at_grt,"no",
drt,ant_nets,0,
power_and_ir_drop,combPwrFrac,9.3,%
synthesis,yosys-stat-cells,2400,
synthesis,syn_avg_cell_area,19.6,µm²
clock_tree,cts_inserted_buffers,104,
critical_path,cp_top_family,"buffers and inverters",
floorplanning,initCoreUtil,30.3,%
critical_path,crit_buf_inv,3,
clock_tree,ctsResizeCount,0,
timing,slew-limit-headroom,21.8,%
critical_path,crit_arrival,5.11,ns
timing,fin_crit_sh,91.0,%
timing,hold_violations,0,
global_routing,grt.overflow.total,0,
timing,finalMaxSlewViolations,0,
synthesis,ys_seq_share,65.5,%
critical_path,critPathMaxStageDelay,0.95,ns
finish,largest_reg_flops,1024,
run,warning_count,26,
power_and_ir_drop,leakagePower,17.2,nW
synthesis,ys_area,47000,µm²
critical_path,cp_max_fo,21,
finish,reg_top3,"ram (1024)",
power_and_ir_drop,pwr-share-clk,40.0,%
power_and_ir_drop,internal_power,10.2,mW
synthesis,numSynthFlops,1024,
critical_path,cp.required,5.76,ns
finish,fill_cells,14100,
synthesis,netlist_instances,2400,
synthesis,ys_top_cells_by_area,"edfxtp_1, mux4_2, mux2i_1",
worst_hold_path,hp-class,"primary input to register",
drt,wire_per_inst,31.1,µm
power_and_ir_drop,power.switching,2.96,mW
[per-layer routing]
| metal | vias up | track usage (%) | share of wire, % |
|---|---|---|---|
| met4 | 32 | 4.40 | 2.9 |
| met3 | 268 | 18.1 | 20 |
| li1 | 10800 | - | - |
| met5 | - | 0.908 | 0.22 |
| met1 | 13300 | 21.2 | 31 |
| met2 | 1960 | 28.7 | 45 |
[path summary, 6_finish.rpt]
path              startpoint                     to  slack (ns)  cells after the start
setup / recovery     adr1[3]                 rs1[2]        0.65                      7
hold / removal    w_data[26]  ram[21][26]$_DFFE_PP_        1.58                      2
[logic make-up (layout without fill, tap and decap cells)]
logic type	Yosys count	in the layout	share of synthesized area, %
DFF	1024	1024	65.5
buffers and inverters	226	472	2.31
and+or+nand+nor	187	187	1.94
AOI/OAI and AO/OA	331	331	5.41
muxes	632	632	24.9
[cell type report]
type / count / area share (%)
flip-flops and latches: 1024 / 56.4
clock buffers: 124 / 4.95
multi-input cells: 1150 / 28.3
inverters: 25 / 0.181
repair buffers: 261 / 4.43
clock inverters: 62 / 1.04
well taps: 2044 / 4.69
[stage by stage]
step	power [mW]	instance area (µm²)	std cells	setup slack (ns)
after detailed placement	8.00	51300	4504	0.767
final	13.1	54500	4690	0.648
after floorplan	7.42	47000	2400	2.75
after global routing	13.5	54500	4690	0.555
after CTS	13.2	54500	4690	0.762
after global placement	8.00	51300	4504	0.765
[layout by cell type, fill, tap and decap left out, types with 25 or more instances in the layout]
| cell type | count |
|---|---|
| edfxtp_1 | 1024 |
| mux2i_1 | 183 |
| mux4_2 | 425 |
| a21oi_1 | 46 |
| a211oi_1 | 47 |
| nor3_1 | 32 |
| a22o_1 | 62 |
| nor2_4 | 33 |
| clkdlybuf4s50_1 | 105 |
| o22ai_1 | 55 |
| clkbuf_16 | 105 |
| clkinv_1 | 25 |
| a2111oi_0 | 31 |
| buf_4 | 138 |
| o221ai_1 | 31 |
| nand2_1 | 64 |
[power groups by stage]
stage | Clock, mW | Combinational, mW | Sequential (mW)
4_1_cts | 5.33 | 1.22 | 6.66
5_1_grt | 5.53 | 1.29 | 6.67
6_report | 5.25 | 1.22 | 6.66
No activity file was given, so power comes from the tool's default toggle rates.
