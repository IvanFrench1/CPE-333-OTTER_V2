<file path="/design/flow/run.sh">
#!/bin/bash
# OpenROAD 26Q1-2900-gdf79404cd8, Yosys 0.63+post, stock flow scripts
make -C /OpenROAD-flow-scripts/flow DESIGN_CONFIG=/design/flow/config.mk WORK_HOME=/design/flow/orfs finish
</file>
<file path="/design/flow/config.mk">
export PLATFORM = sky130hd
export DESIGN_NAME = BRANCH_ADDR_GEN
export DESIGN_NICKNAME = BRANCH_ADDR_GEN
export VERILOG_FILES = /design/flow/design.v
export SDC_FILE = /design/flow/constraint.sdc
export NUM_CORES = 4
export LEC_CHECK = 1
export CORE_AREA = 10 10 142 142
export DIE_AREA = 0 0 152 152
</file>
<file path="/design/flow/constraint.sdc">
current_design BRANCH_ADDR_GEN

set clk_period 16.3
set clk_io_pct 0.2

create_clock -name clk0 -period $clk_period

set non_clock_inputs [all_inputs -no_clocks]
set_input_delay [expr $clk_period * $clk_io_pct] -clock clk0 $non_clock_inputs
set_output_delay [expr $clk_period * $clk_io_pct] -clock clk0 [all_outputs]
</file>
<file path="/design/flow/design.v">
`timescale 1ns / 1ps
module BRANCH_ADDR_GEN(
    input [31:0] J_TYPE_IMM,
    input [31:0] B_TYPE_IMM,
    input [31:0] I_TYPE_IMM,
    input [31:0] rs1,
    input [31:0] PC,
    output [31:0] branch,
    output [31:0] jal,
    output [31:0] jalr
    );
    assign branch = PC + B_TYPE_IMM;
    assign jal = PC + J_TYPE_IMM;
    assign jalr = rs1 + I_TYPE_IMM;
endmodule
</file>
==> flow_metrics.py <==
# Physical implementation metrics
metrics = {
    "routing": {
        "wl_um": 18400,
        "wl_per_cell_um": 16.6,
        "dr.first_iter.drc_count": 220,
        "viasPerCell": 5.02,
        "drtAntennaViolNets": 0,
        "met1_length_um": 7840,
        "route.met3.wl_um": 1390,
        "vias": 5544,
        "drc": 0,
        "route.met2.wl_um": 9010,
        "drt-pass1-iter-count": 4,
        "num_antenna_cells": 0,
        "top_layer_used": "met4",
    },
    "setup_path": {
        "critPathBufInv": 2,
        "critPathMaxStageDelay_ns": 0.56,
        "critPathCaptureType": "output pin",
        "cp.required_ns": 13.04,
        "crit_fanout": 3,
        "path_delay_family": "AND-OR/OR-AND gates",
        "cpMaxStageDelayCell": "a2111oi_0",
        "crit_chain": "clkdlybuf4s50_1 > ha_1 > fa_1 > a21o_1 > nand4_1 > a2111oi_0 > o41ai_1 > a21oi_1 > a31oi_1 > o31ai_1 > o21ai_0 > xnor2_1 > clkdlybuf4s50_1",
        "crit_type": "in2out",
        "path_common_cell": "clkdlybuf4s50_1",
        "start_kind": "primary input",
        "cp.arrival_ns": 6.89,
    },
    "synth": {
        "ys_types": 55,
        "yosys_warnings": 0,
        "post-synth-top-count-cell": "ha_1",
        "common_cells": "ha_1, a21oi_1, nor2_1",
        "syn_avg_cell_area_um2": 7.13,
        "syn_inst": 627,
        "synth.area.top_cells": "ha_1, xnor2_1, a21oi_1, a21o_1, xor2_1",
        "yosys-stat-area_mm2": 0.00447,
        "post_synth_instance_area_mm2": 0.00447,
        "top_area_cell": "ha_1",
        "seq_area_frac_synth": 0,
        "ys_cells": 627,
        "yosysTopAreaCellShare": 0.260,
    },
    "sta": {
        "worst_pin_slew_ns": 0.566,
        "rsz0062_at_grt": "false",
        "hold_viol": 0,
        "fin_tns_setup_ns": 0,
        "finalCritPeriodShare": 0.623,
        "drv_slew": 0,
        "max_slew_margin": 0.613,
        "fin_crit_ns": 10.15,
        "fmaxAchievable_mhz": 98.5,
        "setup_violations": 0,
    },
    "die": {
        "io_pins": 256,
        "die_h_um": 152,
        "die_area_mm2": 0.0231,
        "core_mm2": 0.0172,
        "num_rows": 48,
        "fp_util": 0.260,
        "die_w_um": 152,
    },
    "global_route": {
        "grt_pass1_vias": 5442,
        "antenna_found_initial": 0,
        "grt_max_degree": 9,
        "grt_usage": 0.150,
        "grt_pass1_wl_um": 29000,
        "gr-total-overflow": 0,
    },
    "outcome": {
        "outcome": "completed",
    },
    "place": {
        "port_buffers": 256,
        "place_hpwl_um": 16700,
        "routabilityCongestion": 0.901,
    },
    "power": {
        "internal_power_w": 0.000199,
        "switching_share": 0.396,
        "pwr-share-comb": 1.000,
        "p_leak_nw": 3.15,
        "seqPwrFrac": 0,
        "peakVddDrop_v": 0.0000201,
        "power_density_mw_per_mm2": 45.2,
        "total_power_w": 0.000330,
        "p_clk_frac": 0,
        "power.switching_w": 0.000131,
    },
    "clock_tree": {
        "cts_setup_buffers": 0,
        "holdBufCountCts": 0,
        "cts_resized": 0,
    },
    "job": {
        "timing.max_cap.violations": 0,
        "warning_count": 32,
    },
    "cells_and_area": {
        "comb_area_mm2": 0.00437,
        "final-seq-area_um2": 0,
        "fillers": 1756,
        "utilization": 0.425,
        "nFlopsAndLatches": 0,
        "drive_above_1_share": 0.0148,
        "clock_buffers": 0,
        "area_growth_pct": 63.5,
    },
    "min_path": {
        "hold_path.class": "in2out",
    },
}
final cells by class:
| class | count | share of cell area |
|---|---|---|
| repair buffers | 257 | 0.352 |
| inverters | 23 | 0.0118 |
| well taps | 225 | 0.0385 |
| multi-input cells | 600 | 0.598 |
placed cells by master, fill, tap and decap left out, types with 3 or more instances in the layout:
cell,synthesis,routed
a2111oi_0,3,3
a211oi_1,12,12
a21o_1,40,40
a21oi_1,75,75
a221oi_1,3,3
a31oi_1,6,6
a41oi_1,4,4
and2_1,4,4
and3_1,11,11
clkdlybuf4s50_1,0,256
fa_1,3,3
ha_1,93,93
inv_1,23,23
nand2_1,43,43
nand2b_1,7,7
nand3_1,17,17
nand4_1,8,8
nor2_1,59,59
nor2b_1,7,7
nor3_1,9,9
o211ai_1,4,4
o21a_1,12,12
o21ai_0,36,36
o21ai_1,3,3
o21bai_1,10,10
o22ai_1,5,5
o31ai_1,4,4
o41ai_1,3,3
or2_2,3,3
xnor2_1,53,53
xor2_1,30,30
tightest hold or removal path: cells and delay by family:
family                   cells  cell delay (ns)
buffers and inverters        2             0.93
adder cells (fa/ha/maj)      1             0.12
worst paths after layout:
check | start | endpoint | slack (ns) | depth (start not counted)
worst max-delay path | PC[0] | jal[28] | 6.15 | 13
worst min-delay path | rs1[0] | jalr[0] | 7.57 | 3
logic make-up after synthesis:
| family | count (synthesis) | share of synthesized area |
|---|---|---|
| XOR/XNOR | 83 | 0.163 |
| AND/OR/NAND/NOR | 180 | 0.191 |
| buffers and inverters | 27 | 0.0227 |
| adder cells (fa/ha/maj) | 96 | 0.274 |
| multiplexers | 1 | 0.00252 |
| AND-OR/OR-AND | 240 | 0.348 |
power groups by stage:
| stage | Combinational (W) | Clock [W] | Sequential [W] |
|---|---|---|---|
| 5_1_grt | 0.000364 | 0 | 0 |
| 4_1_cts | 0.000334 | 0 | 0 |
| 6_report | 0.000330 | 0 | 0 |
per-stage QoR:
stage / setup slack (ns) / hold WS, ns / instance area, um2 / std cells
4_1_cts: 6.16 / 7.58 / 7310 / 1105
3_3_place_gp: 6.20 / 7.58 / 7310 / 1105
5_1_grt: 5.85 / 7.62 / 7310 / 1105
6_report: 6.15 / 7.57 / 7310 / 1105
2_1_floorplan: 7.43 / 6.59 / 4470 / 627
3_5_place_dp: 6.19 / 7.56 / 7310 / 1105
metal layers:
layer,vias to the layer above,global-route usage
met2,177,0.265
met5,-,0
met4,0,0.0101
met1,2480,0.186
li1,2878,-
met3,9,0.0389
Power and IR drop assume default switching activity.
